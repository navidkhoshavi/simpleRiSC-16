$ cat flow/design.v
module three_port_aram (clk, abus1, dbus1, abus2, dbus2i, dbus2o, we);
	input		clk;
	input	[15:0]	abus1;
	output	[15:0]	dbus1;
	input	[15:0]	abus2;
	output	[15:0]	dbus2o;
	input	[15:0]	dbus2i;
	input		we;
	reg	[15:0]	m[0:128];
	assign dbus1 = m[abus1];
	assign dbus2o = m[abus2];
	always @(posedge clk) begin
		if (we) m[abus2] <= dbus2i;
	end
endmodule
module three_port_aregfile (on, clk, abus1, dbus1, abus2, dbus2, abus3, dbus3);
	input		on;
	input		clk;
	input	[2:0]	abus1;
	output	[15:0]	dbus1;
	input	[2:0]	abus2;
	output	[15:0]	dbus2;
	input	[2:0]	abus3;
	input	[15:0]	dbus3;
	wire		iclk = on | clk;
	reg	[15:0]	m[1:7];
	assign	dbus1 =	(abus1 == 3'd0) ? 16'h0 : m[abus1];
	assign	dbus2 =	(abus2 == 3'd0) ? 16'h0 : m[abus2];
	always @(posedge iclk) begin
		if (on) begin
			m[1] <= 16'h0;
			m[2] <= 16'h0;
			m[3] <= 16'h0;
			m[4] <= 16'h0;
			m[5] <= 16'h0;
			m[6] <= 16'h0;
			m[7] <= 16'h0;
		end 
		else if (abus3 != 3'd0) begin
		    m[abus3] <= dbus3;
		end
	end
endmodule
module registerX (reset, clk, in, out, we);
    parameter width = 16;
	input		reset;
	input		clk;
	output	[width-1:0]	out;
	input	[width-1:0]	in;
	input		we;
	reg	[width-1:0]	m;
	assign out = m;
	always @(posedge clk) begin
		m <=	(reset) ? 0 :
			(we) ? in :
			m;
	end
endmodule
$ cat flow/run.sh
#!/bin/bash
# OpenROAD 26Q1-2900-gdf79404cd8, Yosys 0.63+post, stock flow scripts
make -C /OpenROAD-flow-scripts/flow DESIGN_CONFIG=/design/flow/config.mk WORK_HOME=/design/flow/orfs finish
$ cat flow/config.mk
export PLATFORM = sky130hd
export DESIGN_NAME = three_port_aregfile
export DESIGN_NICKNAME = three_port_aregfile
export VERILOG_FILES = /design/flow/design.v
export SDC_FILE = /design/flow/constraint.sdc
export NUM_CORES = 4
export LEC_CHECK = 1
export CORE_UTILIZATION = 40
$ cat flow/constraint.sdc
current_design three_port_aregfile

set clk_period 1.9
set clk_io_pct 0.2

create_clock -name clk0 -period $clk_period

set non_clock_inputs [all_inputs -no_clocks]
set_input_delay [expr $clk_period * $clk_io_pct] -clock clk0 $non_clock_inputs
set_output_delay [expr $clk_period * $clk_io_pct] -clock clk0 [all_outputs]
==> impl_metrics.sql <==
-- metrics for the results database
INSERT INTO impl_metrics (metric_group, metric, value, unit) VALUES
('sta', 'final_period_minus_worst_setup_slack', '1.92', 'ns'),
('synthesis', 'synthDominantAreaCellType', 'edfxtp_1', ''),
('sta', 'whs', '1.27', 'ns'),
('setup_path', 'worstSetupStartpointType', 'primary input', ''),
('pwr', 'intPower', '0.000755', 'W'),
('layout', 'final-comb-area', '3220', 'sq um'),
('setup_path', 'worstSetupEndpointType', 'output port', ''),
('setup_path', 'criticalPathCategory', 'primary input to output port', ''),
('layout', 'top_register', 'm', ''),
('layout', 'flip_flop_count_of_the_largest_register_after_layout', '112', ''),
('synthesis', 'synth_area_per_cell', '13.2', 'sq um'),
('detailed_routing', 'route.detailed.wl_per_inst', '22.0', 'um'),
('synthesis', 'enable_flop_cells', '112', ''),
('detailed_routing', 'dr.pass1.iters', '4', ''),
('layout', 'synthToLayoutAreaGrowth', '31.3', '%'),
('synthesis', 'postSynthRegisterBits', '112', ''),
('sta', 'max_freq', '520', 'MHz'),
('placement', 'port_buffers', '59', ''),
('setup_path', 'worstPathMaxFanout', '8', ''),
('floorplanning', 'die_area', '15900', 'sq um'),
('placement', 'place_congestion', '0.868', ''),
('min_path', 'worst_hold_path_type', 'primary input to output port', ''),
('pwr', 'power.share.clock', '0', '%'),
('grt', 'grt_pass1_vias', '4424', ''),
('pwr', 'total_switching_power', '0.000567', 'W'),
('grt', 'pin_count_of_the_biggest_net_entering_global_routing', '105', ''),
('setup_path', 'cp_data_required_time', '1.52', 'ns'),
('sta', 'grt_setup_unrepaired', 'true', ''),
('grt', 'grt_pass1_wl', '24900', 'um'),
('synthesis', 'synth_async_sr_flop_share', '0', '%'),
('clock_network', 'ctsHoldBuffers', '0', ''),
('layout', 'drive_above_1_share', '38.1', '%'),
('flow_run', 'maxCapViolations', '0', ''),
('pwr', 'power.static_leakage', '3.03', 'nW'),
('sta', 'final_max_slew_viol_count', '0', ''),
('detailed_routing', 'first_iter_violations', '170', ''),
('pwr', 'netSwitchingFraction', '42.9', '%'),
('sta', 'final_count_of_hold_timing_violations', '0', ''),
('detailed_routing', 'postRouteWirelength', '16500', 'um'),
('floorplanning', 'io_pins', '59', ''),
('synthesis', 'synthFlopType', 'edfxtp_1', ''),
('sta', 'tightest_pin_transition', '0.992', 'ns'),
('pwr', 'power.combinational.fraction', '78.2', '%'),
('floorplanning', 'die_width', '126', 'um'),
('grt', 'grt.total_usage', '22.3', '%'),
('status', 'failed_checks', 'setup timing', ''),
('pwr', 'vdd_ir_drop_max', '0.113', 'mV'),
('placement', 'hpwl', '10500', 'um'),
('sta', 'unclocked_pins', '112', ''),
('detailed_routing', 'routed_via_density', '5.61', ''),
('pwr', 'power_density', '163', 'nW/um^2'),
('synthesis', 'synth.lib_cells_used.distinct', '24', ''),
('synthesis', 'area_leaders', 'edfxtp_1 54%, and2_1 11%, mux2i_1 7.8%, a221oi_1 5.5%, mux2_1 5.1%', ''),
('sta', 'timing.max_slew.rel_slack', '33.8', '%'),
('sta', 'worst_slack', '-0.0232', 'ns'),
('detailed_routing', 'detail-route-antenna-nets', '0', ''),
('synthesis', 'synth_area', '6180', 'sq um'),
('floorplanning', 'die_h', '126', 'um'),
('floorplanning', 'row_count', '45', ''),
('grt', 'antenna_found_initial', '0', ''),
('detailed_routing', 'drc_errors', '0', ''),
('grt', 'leftover_overflow_at_the_end_of_global_routing', '0', ''),
('layout', 'ff_latch_area', '3360', 'sq um'),
('synthesis', 'area_share_top_type', '54.4', '%'),
('synthesis', 'yosys_cell_count', '469', ''),
('synthesis', 'syn_inst_count', '469', ''),
('sta', 'report.final.setup_viol', '2', ''),
('floorplanning', 'fp_util', '40.8', '%'),
('floorplanning', 'core_area', '15100', 'sq um'),
('detailed_routing', 'detailroute.via_count', '4203', ''),
('flow_run', 'openroad.warnings', '36', ''),
('pwr', 'pwr-share-seq', '21.8', '%'),
('layout', 'largestRegisters', 'm x112', ''),
('synthesis', 'synth_sequential_area_ratio', '54.4', '%'),
('detailed_routing', 'antenna_cells', '0', ''),
('synthesis', 'synth.yosys.warnings', '1', ''),
('status', 'run_status', 'complete, but fails checks', ''),
('synthesis', 'chip_area_in_the_yosys_report', '6180', 'sq um'),
('sta', 'finalClockPeriodUsage', '101', '%'),
('sta', 'count_of_endpoints_without_a_timing_constraint', '224', ''),
('layout', 'n_fill_cell', '1202', ''),
('pwr', 'power', '0.00132', 'W'),
('setup_path', 'worstPathArrival', '1.54', 'ns');
-- cell families (layout without fill, tap and decap cells) --
logic type	count (synthesis)	after routing	synth area share (%)
AOI/OAI and AO/OA	81	81	11.8
buffers and inverters	42	134	4.29
DFF	112	112	54.4
muxes	80	80	13.6
and+or+nand+nor	154	154	15.9
-- power groups by stage --
stage | sequential (W) | clock (W) | combinational (W)
6_report | 0.000288 | 0 | 0.00103
5_1_grt | 0.000297 | 0 | 0.00110
4_1_cts | 0.000286 | 0 | 0.00101
-- critical path, cell delays in order --
cell and delay [ns]:
buf_12 0.12, buf_12 0.15, buf_8 0.12, mux2_4 0.31, a221oi_4 0.24, a311oi_2 0.08, buf_2 0.13
-- Yosys cell counts, drive strengths merged (4+ instances only) --
| cell | n |
|---|---|
| a211oi | 16 |
| edfxtp | 112 |
| a221oi | 46 |
| a311oi | 16 |
| clkbuf | 9 |
| and2 | 113 |
| mux2i | 48 |
| or2 | 8 |
| nor2b | 19 |
| mux2 | 32 |
| nor3 | 4 |
| nand2b | 5 |
| buf | 32 |
-- final timing paths --
path / cells past startpoint / to / from
max: 7 / dbus2[4] / abus2[1]
min: 4 / dbus2[0] / abus2[0]
-- layout make-up --
cell class	count	area share, %
repair buffers	133	15.9
well taps	188	2.90
flip-flops and latches	112	41.5
multi-input cells	315	39.7
inverters	1	0.0463
-- cells in the final DEF, fill, tap and decap left out, drive strengths merged --
cell type | synthesis | routed
a21oi | 1 | 1
dlygate4sd2 | 0 | 2
nor2 | 3 | 3
a22o | 1 | 1
inv | 1 | 1
clkdlybuf4s50 | 0 | 21
a31oi | 1 | 1
or2 | 8 | 8
a221oi | 46 | 46
clkbuf | 9 | 9
mux2i | 48 | 48
buf | 32 | 96
mux2 | 32 | 32
clkdlybuf4s15 | 0 | 5
nor2b | 19 | 19
edfxtp | 112 | 112
nor3 | 4 | 4
nand2b | 5 | 5
a311oi | 16 | 16
a211oi | 16 | 16
and2 | 113 | 113
nand2 | 2 | 2
-- routing by layer --
metal	track usage, %	vias up	part of all wire (%)
met4	2.98	0	1.4
met3	8.18	20	8.8
met5	0	-	0
met1	30.1	2023	41
li1	-	1989	-
met2	37.1	171	49
-- what timing repair did --
item / CTS / global route
gates resized: 213 / 45
endpoints found under the setup margin: 32 / 23
pin swaps: 45 / 27
buffers inserted: 28 / 1
cloned: 1 / 1
-- through the flow --
step	util [%]	setup WS, ns	cells	setup TNS, ns	area [sq um]
after floorplan	-	0.278	469	0	6180
after global placement	47.5	-0.751	724	-21.59	7190
after detailed placement	47.5	-0.757	724	-21.52	7190
after CTS	52.8	-0.0286	750	-0.100	8000
after global routing	53.5	-0.0606	749	-0.206	8110
final	53.5	-0.0232	749	-0.0382	8110
No activity file was given, so power comes from the tool's default toggle rates.
